$ cat run.sh
#!/bin/bash
# OpenROAD 26Q1-2900-gdf79404cd8, Yosys 0.63+post, stock flow scripts
make -C /OpenROAD-flow-scripts/flow DESIGN_CONFIG=/design/flow/config.mk WORK_HOME=/design/flow/orfs finish
$ cat config.mk
export PLATFORM = sky130hd
export DESIGN_NAME = mem
export DESIGN_NICKNAME = mem
export VERILOG_FILES = /design/flow/design.v
export SDC_FILE = /design/flow/constraint.sdc
export NUM_CORES = 4
export LEC_CHECK = 1
export CORE_UTILIZATION = 30
$ cat constraint.sdc
current_design mem

set clk_period 9.4
set clk_io_pct 0.2

create_clock -name clk0 -period $clk_period [get_ports {clk}]

set non_clock_inputs [all_inputs -no_clocks]
set_input_delay [expr $clk_period * $clk_io_pct] -clock clk0 $non_clock_inputs
set_output_delay [expr $clk_period * $clk_io_pct] -clock clk0 [all_outputs]
$ cat design.v
module mem #(
    parameter Q_DATA = 15,
    parameter N      = 256
)(
    input  wire clk,
    input  wire reset,
    input  wire valid_lowpass,
    input  wire valid_window,
    input  wire signed [Q_DATA:0] data_lowpass,
    output reg  paquet_ready,
    output reg  valid_out,
    output reg  signed [Q_DATA:0] data_out
);
    reg signed [Q_DATA:0] memory_0 [0:N-1];
    reg signed [Q_DATA:0] memory_1 [0:N-1];
    reg flag_in;
    reg flag_out;
    reg [$clog2(N)-1:0] counter_in;
    reg [$clog2(N)-1:0] counter_out;
    always @(posedge clk or posedge reset) begin
        if (reset) begin
            flag_in      <= 1'b0;
            flag_out     <= 1'b0;
            counter_in   <= 0;
            counter_out  <= 0;
            valid_out    <= 1'b0;
            paquet_ready <= 1'b0;
            data_out     <= 0;
        end 
        else begin
            paquet_ready <= 1'b0;
            valid_out    <= 1'b0;
            if (valid_lowpass) begin
                if (flag_in == 1'b0)
                    memory_0[counter_in] <= data_lowpass;
                else
                    memory_1[counter_in] <= data_lowpass;
                if (counter_in == N-1) begin
                    counter_in   <= 0;
                    flag_in      <= ~flag_in;
                    paquet_ready <= 1'b1;
                end 
                else begin
                    counter_in <= counter_in + 1;
                end
            end
            if (valid_window) begin
                valid_out <= 1'b1;
                if (flag_out == 1'b0)
                    data_out <= memory_0[counter_out];
                else
                    data_out <= memory_1[counter_out];
                if (counter_out == N-1) begin
                    counter_out <= 0;
                    flag_out    <= ~flag_out;
                end 
                else begin
                    counter_out <= counter_out + 1;
                end
            end
        end
    end
  initial begin
    $dumpfile("dump.vcd");
    $dumpvars(1, mem);
  end
endmodule
==> results.tsv <==
metric	value	unit
number of synthesized flops with an enable pin	8192	
leading area contributor after synthesis	edfxtp_1	
first-pass GRT wire length	4384000	um
number of post-CTS setup repair buffers	0	
Synth Cell Area	0.3016	mm2
grt ovf	24310	
tool error	[ERROR GRT-0116] Global routing finished with congestion. Check the congestion regions in the DRC Viewer.	
placer congestion estimate	1.495	
yosys stat cell total	16968	
pin count of the biggest net entering global routing	104	
Clock Path Buffers	4	
Init Core Util	30.15	%
run status	aborted with a tool error	
Inst Count DP	31301	
number of global-route vias before repair	346392	
# rows	367	
GRT Util Overall	71.43	%
distinct lib cells	81	
Seq/Total Area, Yosys	81.87	%
yosys stat area	0.3016	mm2
H-tree depth	6	
CTS sink count	8228	
Die Ht	1005	um
PostCTS Resize Cnt	0	
dpl ws	0.7577	ns
top cells, area	edfxtp_1, a22oi_1, nor2_1	
synth warn	5	
Last stage	5_1_grt	
DP HPWL	1737000	um
Clock Tree Root	clkbuf_16	
port bufs	37	
top_reg_cell synth	edfxtp_1	
clock buffer count from CTS	747	
Die X	1005	um
Max-area cell share	81.57	%
share of flip-flops with an asynchronous set or reset	0.4375	%
Ports	38	
ys flops	8228	
cts hold-fix bufs	0	
Post-Syn Area per Cell	17.77	um2
Syn Inst Count	16968	
==> synth_stat cells, drive strengths merged, types with 8 or more instances <==
cell,n
nand2,509
or4,74
inv,14
a221oi,185
a32oi,30
nand3,355
edfxtp,8192
o2111ai,16
buf,361
a22o,344
a21oi,223
a31oi,15
and3b,8
nor2,882
nand4b,13
a22oi,3022
nor2b,17
nor3,153
nor4,243
nand2b,8
nor4b,10
a222oi,144
nand4,397
xnor2,8
nor3b,9
and4,28
a2111oi,64
o21ai,84
and3,193
clkbuf,735
dfrtp,36
o22ai,336
o221ai,14
o211ai,46
nand3b,13
o22a,19
mux2i,35
ha,8
mux2,12
==> kinds of logic after synthesis <==
group                    synth area share, %
flip-flops                             81.87
AND-OR/OR-AND                          11.49
AND/OR/NAND/NOR                        4.921
buffers and inverters                  1.494
multiplexers                          0.1610
XOR/XNOR                             0.03195
adder cells (fa/ha/maj)              0.03319
==> layer usage <==
metal	GRT overflow	GRT usage [%]
met1	7049	64.48
met2	7252	83.07
met3	5896	70.42
met4	3472	62.52
met5	641	66.28
==> through the flow <==
stage	instance area (um2)	util, %
detailed placement	337200	33.71
global placement	336900	33.69
CTS	361800	36.18
floorplan	301600	-
