**flow/design.v**
```verilog
module butterfly_unit #(
    parameter Q_IN    = 15,
    parameter Q_DATA = 15,
    parameter Q_OUT   = 15
)(
    input  wire clk,
    input  wire reset,
    input  wire valid_in,
    input  wire signed [Q_IN:0]    a_real, a_imag,
    input  wire signed [Q_IN:0]    b_real, b_imag,
    input  wire signed [Q_DATA:0] W_real, W_imag,
    output reg valid_out,
    output reg signed [Q_OUT:0]   y0_real, y0_imag,
    output reg signed [Q_OUT:0]   y1_real, y1_imag
);
    localparam IDLE = 2'b0;
    wire signed [Q_DATA+Q_IN+1:0] mult_real = b_real * W_real - b_imag * W_imag;
    wire signed [Q_DATA+Q_IN+1:0] mult_imag = b_real * W_imag + b_imag * W_real;
    wire signed [Q_OUT:0] bw_real = mult_real >>> (Q_DATA);
    wire signed [Q_OUT:0] bw_imag = mult_imag >>> (Q_DATA);
    always @(posedge clk or posedge reset) begin
        if (reset) begin
            y0_real <= 0;
            y0_imag <= 0;
            y1_real <= 0;
            y1_imag <= 0;
        end else if (valid_in) begin
            y0_real <= a_real + bw_real;
            y0_imag <= a_imag + bw_imag;
            y1_real <= a_real - bw_real;
            y1_imag <= a_imag - bw_imag;
            valid_out <= 1;
        end
        else begin
            valid_out <= 0;
        end
    end
  initial begin
    $dumpvars(1, butterfly_unit);
  end
endmodule
```
**flow/run.sh**
```bash
#!/bin/bash
# OpenROAD 26Q1-2900-gdf79404cd8, Yosys 0.63+post, stock flow scripts
make -C /OpenROAD-flow-scripts/flow DESIGN_CONFIG=/design/flow/config.mk WORK_HOME=/design/flow/orfs finish
```
**flow/config.mk**
```make
export PLATFORM = sky130hd
export DESIGN_NAME = butterfly_unit
export DESIGN_NICKNAME = butterfly_unit
export VERILOG_FILES = /design/flow/design.v
export SDC_FILE = /design/flow/constraint.sdc
export NUM_CORES = 4
export LEC_CHECK = 1
export CORE_UTILIZATION = 50
```
**flow/constraint.sdc**
```tcl
current_design butterfly_unit

set clk_period 1.1
set clk_io_pct 0.2

create_clock -name clk0 -period $clk_period [get_ports {clk}]

set non_clock_inputs [all_inputs -no_clocks]
set_input_delay [expr $clk_period * $clk_io_pct] -clock clk0 $non_clock_inputs
set_output_delay [expr $clk_period * $clk_io_pct] -clock clk0 [all_outputs]
```
==> results.txt <==
Implementation status.

- The run finished, with violations left.
- The final reports fail on negative setup slack.
- The via density per instance is 4.87.
- After layout, the minimum clock period comes to 8.21 ns.
- After synthesis, the design contains 4643 cells according to Yosys.
- The startpoint of the tightest hold check path is valid_in.
- The report lists the number of standard-cell rows as 107.
- Buffers inserted during clock tree synthesis total 9.
- The post-cts hold-fix buffer tally is 0.
- The clock network latency to the later pin of the worst-skew pair is 0.34 ns.
- The number of global-route vias before repair is 36200.
- The finished layout holds 6564 standard cells, fillers aside.
- The worst register-to-register path has a depth of 2.
- The worst setup path is launched from an input pin.
- The synthesized design devotes to its leading area cell type 51.9% of total area.
- The boundary pin count is 164.
- The number of hold violations in the final report is 0.
- The clock H-tree reported by CTS has 3 levels.
- For reference, the final report shows the max-slew violation count at 0.
- Looking at the clock tree report, the root buffer type is clkbuf_16.
- The biggest area contributor in the post-synthesis netlist is fa_1.
- Once routing completed, OpenROAD measured the worst setup slack at -7.11 ns.
- According to the floorplan report, the die width is 296 um.
- In the setup report, the worst path falls into the class input pin to register.
- The fraction of registers with async set/reset is 98.4%.
- Before antenna repair, the detailed router went through 4 iterations.
- The number of antenna violations at the first check in global routing came to 7.
- The clock tree has to reach 63 sinks.
- For reference, the critical path is launched at W_real[5].
- The number of placed instances, taps included, is 6315.
- Entering global routing, the biggest net connects 42 pins.
- Once detailed placement completed, the half-perimeter wirelength came to 97.5 mm.
- After global routing the overflow that remains totals 0.
- The worst-case max-slew headroom was logged as 65.3%.
- The average footprint of a synthesized cell is 9.33 um2.
- According to the timing report, the arrival time at the worst endpoint equals 8.43 ns.
- The most instantiated library cell after synthesis is inv_1.
- In this run the cell area of the synthesized design comes to 0.0433 mm2.
- The layout summary lists the proportion of cells stronger than drive strength 1 as 24.9%.
- The commonest cells after synthesis are inv_1, fa_1, and2_1, nand2_1, ha_1.
- The remaining antenna violation count after routing is 0.
- Compared with the post-synthesis result, the final layout area differs by 29.9%.
- The endpoint kind of the worst setup timing path is a register.
- Setup repair after global routing could not meet its margin everywhere.
- The first global-routing pass estimated 203 mm of wire.
- The pin closest to its max-slew limit shows a slew of 0.516 ns.
- For this design, the slowest cell found on the critical path is fa_1.
- The count of library flops with an enable pin is 1.
- Port buffering added 163 buffers.
- For this run, design rule violations remaining after detail routing come to 0.
- The reg-to-reg startpoint is y0_imag[14].
- The synthesis report names the predominant flop master as dfrtp_1.
- Among all stages on the critical path, the maximum delay recorded is 0.60 ns.
- In the finished design, the share of the clock period the worst path needs comes to 747%.
- The largest fanout on the critical path is 6.
- The registers of the reported paths see a clock transition of 0.05 ns.
- The via total after detailed routing is 32000.
- In the post-synthesis netlist, the biggest area contributors are fa_1, inv_1, ha_1, and2_1, nand2_1.
- The reg-to-reg endpoint is y0_imag[14].
- The last timing report of the flow puts the setup violation total at 62.
- In this run the deepest clock path goes through 2 buffers.
- The iteration-0 DRC count of the detailed router is 979.
- The proportion of synthesized chip area in sequential cells is 3.65%.
- The tally of unique sky130hd cells used after synthesis is 56.
- The clock arrives with 0 ns of skew.
- The worst hold-check path type is input pin to register.
- The area enclosed by the die boundary is 0.0878 mm2.
- The stat command in Yosys gives a chip area of 0.0433 mm2.
- The number of warning messages in the logs is 73.
- The region available for standard cell placement spans 0.0854 mm2.
- The floorplan-stage core utilization is 50.7%.
- The last weighted congestion value of the routability-driven placer is 0.941.
- The total number of yosys warnings is 2.
- Yosys reported a register bit count of 63.
- The final layout contains routed wiring with a total length of 126 mm.
- The script logs the mean routed wire length per placed instance as 19.2 um.
- Across the run, the number of max-cap violations was 0.
- The endpoint of the most critical setup path is y1_imag[15].
- The cell occurring most often along the worst timing path is fa_1.
- TritonCTS built the clock tree.
- The global routing usage summed across all routing layers is 33.4%.
- The number of instances on the worst hold path is 3.
- The top achievable clock speed is 0.122 GHz.
- The timing report gives the worst reg2reg path a setup slack of 0.19 ns.
- After technology mapping, the gate count stands at 4643.
- The data required time at the worst endpoint is 1.32 ns.
- The die span in y is 296 um.
-- metrics by stage --
stage	area [um2]	util, %	setup slack, ns	setup TNS [ns]	hold WS [ns]
2_1_floorplan	44000	-	-6.98	-386.52	0.319
3_3_place_gp	51400	60.2	-7.91	-454.95	0.492
3_5_place_dp	51400	60.2	-7.97	-457.63	0.496
4_1_cts	55100	64.5	-7.14	-416.64	0.335
5_1_grt	56300	65.9	-7.45	-421.65	0.370
6_report	56300	65.9	-7.11	-403.34	0.361
-- cells by family (layout without fill, tap and decap cells) --
group / after synthesis / in the layout / share of synthesized area (%)
buffers and inverters: 1514 / 2284 / 13.1
adders and majority gates: 1487 / 1487 / 62.4
and+or+nand+nor: 1190 / 1190 / 13.9
AOI/OAI and AO/OA: 207 / 207 / 2.98
xor gates and xnor gates: 149 / 149 / 3.03
DFF: 63 / 63 / 3.65
muxes: 33 / 33 / 0.858
other: 0 / 7 / 0
-- layout make-up --
cell class / instances / area [um2]
timing repair buffer: 968 / 9870
clock buffer: 12 / 267
antenna: 7 / 17.5
sequential: 63 / 1580
clock inverter: 3 / 65.1
tap: 1144 / 1430
inverter: 1301 / 4900
multi-input combinational: 3066 / 38100
fill: 6593 / 29200
-- flip-flops by register name, indices dropped and copies added, names as in the netlist --
name       count
y1_imag       16
valid_out      1
y1_real       16
y0_real       15
y0_imag       15
-- placed cells by master (no fill, tap or decap), drive strengths merged, types with 3 or more instances in the layout --
cell / netlist / layout
bufbuf: 0 / 20
nor3: 13 / 13
diode: 0 / 7
o22ai: 3 / 3
fa: 1123 / 1123
and2: 540 / 540
o21bai: 14 / 14
a31oi: 11 / 11
nor2b: 10 / 10
nor2: 118 / 118
inv: 1300 / 1297
o21ai: 36 / 36
nand2: 445 / 445
xor2: 33 / 33
a21o: 20 / 20
buf: 11 / 852
dlygate4sd2: 0 / 9
clkinvlp: 0 / 3
a21oi: 79 / 79
o211ai: 3 / 3
xnor2: 116 / 116
o31ai: 3 / 3
a211oi: 10 / 10
o41ai: 3 / 3
nand3: 9 / 9
mux2: 33 / 33
clkdlybuf4s15: 0 / 8
clkdlybuf4s50: 0 / 33
nand4: 4 / 4
ha: 364 / 364
dlymetal6s2s: 0 / 20
dfrtp: 62 / 62
nand2b: 37 / 37
o21a: 8 / 8
or3: 7 / 7
clkbuf: 202 / 38
-- worst min path at each step --
stage / slack, ns / endpoint
4_1_cts: 0.34 / y0_real[15]
5_1_grt: 0.37 / y1_imag[0]
6_report: 0.36 / y1_imag[0]
-- timing repair --
item	CTS	global route
gates cloned	29	4
pin swaps	269	201
gates resized	656	299
setup endpoints to repair	127	121
setup buffers	171	56
-- critical path: cells and delay by family --
kind            cells  cell delay (ns)
compound gates     11             1.71
xor+xnor            2             0.24
fa+ha+maj          10             4.53
buf+inv            10             1.03
mux                 1             0.26
simple gates        4             0.43
-- layer usage --
metal / part of all wire [%] / GRT usage, %
met1: 38 / 46.5
met2: 45 / 47.9
met3: 15 / 21.0
met4: 2.1 / 4.85
met5: 0.059 / 0.443
