$ cat flow/config.mk
export PLATFORM = sky130hd
export DESIGN_NAME = mem_1
export DESIGN_NICKNAME = mem_1
export VERILOG_FILES = /design/flow/design.v
export SDC_FILE = /design/flow/constraint.sdc
export NUM_CORES = 4
export LEC_CHECK = 1
export CORE_UTILIZATION = 30
export SYNTH_MEMORY_MAX_BITS = 65536
$ cat flow/constraint.sdc
current_design mem_1

set clk_period 212.4
set clk_io_pct 0.2

create_clock -name clk0 -period $clk_period [get_ports {clk}]

set non_clock_inputs [all_inputs -no_clocks]
set_input_delay [expr $clk_period * $clk_io_pct] -clock clk0 $non_clock_inputs
set_output_delay [expr $clk_period * $clk_io_pct] -clock clk0 [all_outputs]
$ cat flow/design.v
module mem_1 #(
    parameter Q_DATA = 15,
    parameter N      = 256
)(
    input  wire clk,
    input  wire reset,
    input  wire valid_window,
    input  wire valid_fft,
    input  wire signed [Q_DATA:0] data_in_0,
    input  wire signed [Q_DATA:0] data_in_1,
    output reg  paquet_ready,
    output reg  valid_out,
    output reg  signed [Q_DATA:0] data_out
);
    reg signed [Q_DATA:0] memory_0 [0:N*2-1];
    reg signed [Q_DATA:0] memory_1 [0:N*2-1];
    reg signed [Q_DATA:0] memory_2 [0:N*2-1];
    reg [$clog2(N)-1:0] counter_in;
    reg [$clog2(N)-1:0] counter_out;
    reg [1:0] counter_mem_in;
    reg [1:0] counter_mem_out;
    always @(posedge clk) begin
        if (reset) begin
            counter_in <= 0;
            counter_out <= 0;
            counter_mem_in <= 0;
            counter_mem_out <= 0;
            paquet_ready <= 1'b0;
            valid_out <= 1'b0;
            data_out <= '0;
        end
        else begin
            paquet_ready <= 1'b0;
            valid_out <= 1'b0;
            if (valid_window) begin
                case (counter_mem_in)
                    2'b00: begin
                        memory_0[counter_in + N] <= data_in_0;
                        memory_1[counter_in]     <= data_in_1;
                        counter_in <= counter_in + 1;
                    end
                    2'b01: begin 
                        memory_1[counter_in + N] <= data_in_0;
                        memory_2[counter_in]     <= data_in_1;
                        counter_in <= counter_in + 1;
                    end   
                    2'b10: begin 
                        memory_2[counter_in + N] <= data_in_0;
                        memory_0[counter_in]     <= data_in_1;
                        counter_in <= counter_in + 1;
                    end
                endcase
                if (counter_in == N - 1) begin
                    counter_in <= 0;
                    counter_mem_in <= counter_mem_in + 1;
                    paquet_ready <= 1'b1;
                    if (counter_mem_in == 2'b10) begin
                        counter_mem_in <= 0;
                    end
                end
            end
            if (valid_fft) begin
                case (counter_mem_out)
                    2'b00: begin
                        data_out <= memory_0[counter_out];
                        valid_out <= 1'b1;
                    end
                    2'b01: begin
                        data_out <= memory_1[counter_out];
                        valid_out <= 1'b1;
                    end
                    2'b10: begin
                        data_out <= memory_2[counter_out];
                        valid_out <= 1'b1;
                    end
                endcase
                valid_out <= 1'b1;
                if (counter_out == N - 1) begin
                    counter_out <= 0;
                    counter_mem_out <= counter_mem_out + 1;
                    if (counter_mem_out == 2'b10) begin
                        counter_mem_out <= 0;
                    end
                end
                else begin
                    counter_out <= counter_out + 1;
                end
            end
            else begin
                valid_out <= 1'b0;
            end
        end
    end
    initial begin
        $dumpfile("dump.vcd");
        $dumpvars(1, mem_1);
    end
endmodule
$ cat flow/run.sh
#!/bin/bash
# OpenROAD 26Q1-2900-gdf79404cd8, Yosys 0.63+post, stock flow scripts
make -C /OpenROAD-flow-scripts/flow DESIGN_CONFIG=/design/flow/config.mk WORK_HOME=/design/flow/orfs finish
==> flow_metrics.env <==
# flow metrics
export IMPL_grt_pass1_wl_um=1960000
export IMPL_required_ns=213.35
export IMPL_clk_pin_slew_ns=0.06
export IMPL_reg2reg_depth=13
export IMPL_clk_path_buf_depth=6
export IMPL_yosysUniqueCellTypes=76
export IMPL_wl_um=1410000
export IMPL_worstReg2RegEnd="data_out[1]$_SDFFE_PP0P_"
export IMPL_syn_inst=21100
export IMPL_rsz0062_at_grt="false"
export IMPL_worstSetupStartpointType="primary input"
export IMPL_die_x_um=1260
export IMPL_arrival_ns=48.05
export IMPL_ant_nets=0
export IMPL_cap_violations=0
export IMPL_cts_root_buffer_cell="clkbuf_16"
export IMPL_cellPowerDensity_nw_per_um2=9.31
export IMPL_min_from="data_out[10]$_SDFFE_PP0P_"
export IMPL_routabilityCongestion=0.934
export IMPL_p_leak_nw=166
export IMPL_grt_usage=0.189
export IMPL_postSynthAreaPerCell_sq_um=22.4
export IMPL_cts_setup_buffers=0
export IMPL_tns_ns=0
export IMPL_hold_path_end="data_out[10]$_SDFFE_PP0P_"
export IMPL_worstSkewPairLatency_ns=1.31
export IMPL_warnings=61
export IMPL_vias_per_cell=5.13
export IMPL_die_h_um=1260
export IMPL_endpoint_kind="flop"
export IMPL_core_util_floorplan=0.301
export IMPL_gr_total_overflow=0
export IMPL_r2r_slack_ns=204.22
export IMPL_hpwl_um=887000
export IMPL_cp_max_fo=50
export IMPL_outcome="completed"
export IMPL_cts_buffers=1316
export IMPL_drc=0
export IMPL_ys_flop_type="edfxtp_1"
export IMPL_ios=54
export IMPL_htreeDepth=7
export IMPL_coreArea_sq_um=1580000
export IMPL_lay_top_cells="12.3k x edfxtp_1, 3,068 x mux4_2, 1,683 x buf_4"
export IMPL_max_freq_mhz=21.2
export IMPL_final_common_cell="edfxtp_1"
export IMPL_async_reset_ff_frac=0
export IMPL_edf_count=12300
export IMPL_ys_warn_count=3
export IMPL_placed_area_sq_um=511000
export IMPL_yosys_stat_area_sq_um=475000
export IMPL_slew_headroom=0.110
export IMPL_final_util=0.350
export IMPL_vias=232000
export IMPL_setup_viol_count_final=0
export IMPL_drive_gt1_frac=0.307
export IMPL_drt_iter0_markers=17200
export IMPL_area_delta_synth_final_pct=16.1
export IMPL_min_period_ns=47.10
export IMPL_avgRoutedWirePerCell_um=31.2
export IMPL_hold_path_class="reg -> reg"
export IMPL_drt_pass1_iterations=7
export IMPL_hold_buffers=0
export IMPL_netlist_area_sq_um=475000
export IMPL_port_buffers=53
export IMPL_row_count=461
export IMPL_path_class="in -> reg"
export IMPL_chipArea_sq_um=1590000
export IMPL_holdPathStages=2
export IMPL_max_vdd_ir_drop_mv=0.00713
export IMPL_hold_ws_ns=0.497
export IMPL_post_cts_resized=0
export IMPL_grt_start_max_net_pins=145
export IMPL_seq_area_frac_synth=0.779
export IMPL_design_area_sq_um=551000
export IMPL_ys_cells=21100
export IMPL_slew_viol_final=0
export IMPL_worstMarginPinSlew_ns=1.32
export IMPL_grt_antenna_before_repair=104
export IMPL_clock_sinks=12300
export IMPL_cts_tree="done"
export IMPL_hold_viol=0
export IMPL_fin_worst_skew_ns=0.181
export IMPL_ys_ff=12300
export IMPL_finalClockPeriodUsage=0.222
export IMPL_grt_pass1_vias=255000
worst max path at each step:
stage	start	to	slack (ns)	cells past startpoint
global route	reset	memory_2[123][3]$_DFFE_PP_	165.06	13
CTS	reset	memory_2[120][3]$_DFFE_PP_	165.41	13
finish	reset	memory_2[123][3]$_DFFE_PP_	165.30	13
worst max-delay path, stage by stage:
cell             delay (ns)
clkdlybuf4s50_1        0.46
buf_4                  0.41
nand2b_1               0.34
nor2_2                 0.08
buf_4                  0.25
nand2_2                0.45
buf_4                  0.60
nand2_1                0.19
nand2_4                0.53
buf_4                  0.50
buf_4                  0.51
buf_4                  0.49
buf_4                  0.54
layout make-up:
type	instances	area, sq um
multi-input cells	7556	101000
clock inverters	658	5580
well taps	21100	26400
diodes	130	325
inverters	15	81.3
repair buffers	1771	13900
fillers	142000	1030000
flip-flops and latches	12300	370000
clock buffers	1595	34400
metal layers:
| layer | part of all wire | vias to the layer above | routed length (um) | track usage |
|---|---|---|---|---|
| met5 | 0.0054 | - | 7610 | 0.0379 |
| met4 | 0.059 | 160 | 82700 | 0.0872 |
| met3 | 0.21 | 2989 | 303000 | 0.186 |
| met2 | 0.44 | 17500 | 623000 | 0.266 |
| met1 | 0.28 | 117000 | 392000 | 0.176 |
| li1 | - | 93800 | - | - |
cell usage after synthesis, types with 9 or more instances:
master	n	area [sq um]
a2111oi_0	27	236
a211oi_1	58	435
a21oi_1	233	1170
a221oi_1	52	455
a22o_1	20	175
a22oi_1	223	1670
a311oi_1	16	140
a31oi_1	61	382
a32oi_1	15	131
a41oi_1	15	131
and2_1	24	150
and3_1	41	257
buf_1	106	398
buf_2	292	1460
buf_4	203	1520
buf_6	126	1420
clkbuf_1	505	1900
dfxtp_1	46	921
edfxtp_1	12300	369000
ha_1	10	125
inv_1	13	48.8
mux2_2	55	619
mux2i_1	879	8800
mux4_2	3068	69100
nand2_1	579	2170
nand2b_1	18	113
nand3_1	146	731
nand4_1	53	332
nor2_1	956	3590
nor2b_1	28	175
nor3_1	103	515
nor4_1	29	181
o2111ai_1	10	87.6
o211ai_1	55	413
o21ai_0	203	1020
o221ai_1	232	2030
o22ai_1	210	1310
o311ai_0	10	87.6
o31ai_1	12	90.1
o32ai_1	9	78.8
or3_1	10	62.6
xor2_1	10	87.6
cells by family after synthesis:
kind of cell / synth area share
flip-flops: 0.779
multiplexers: 0.165
AND/OR/NAND/NOR: 0.0181
AND-OR/OR-AND: 0.0221
buffers and inverters: 0.0145
XOR/XNOR: 0.000203
adder cells (fa/ha/maj): 0.000264
state kept, by name, summed over array words and instances (netlist names), named ones only:
| name | flops |
|---|---|
| memory_0 | 4096 |
| memory_1 | 4096 |
| memory_2 | 4096 |
| data_out | 16 |
| counter_in | 8 |
| counter_out | 8 |
| counter_mem_in | 2 |
| counter_mem_out | 2 |
| paquet_ready | 1 |
| valid_out | 1 |
metrics by stage:
step	cells	worst slack [ns]	total power, mW
2_1_floorplan	21100	164.99	2.93
3_3_place_gp	42700	164.15	3.01
3_5_place_dp	42700	164.08	3.01
4_1_cts	45000	165.41	5.16
5_1_grt	45100	165.06	5.26
6_report	45100	165.30	5.13
report_power, final:
part / internal (mW) / leakage (nW) / switching (mW) / total [mW]
Combinational: 0.112 / 35.6 / 0.172 / 0.284
Clock: 1.26 / 19.6 / 0.912 / 2.17
Sequential: 2.68 / 111 / 0.00104 / 2.68
Total: 4.05 / 166 / 1.09 / 5.13
Power is estimated from default activity; no workload was simulated.
